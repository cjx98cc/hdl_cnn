[/design/flow/config.mk]
export PLATFORM = sky130hd
export DESIGN_NAME = pe
export DESIGN_NICKNAME = pe
export VERILOG_FILES = /design/flow/design.v
export SDC_FILE = /design/flow/constraint.sdc
export NUM_CORES = 4
export LEC_CHECK = 1
export CORE_UTILIZATION = 40
[/design/flow/run.sh]
#!/bin/bash
# OpenROAD 26Q1-2900-gdf79404cd8, Yosys 0.63+post, stock flow scripts
make -C /OpenROAD-flow-scripts/flow DESIGN_CONFIG=/design/flow/config.mk WORK_HOME=/design/flow/orfs finish
[/design/flow/design.v]
module add #(
    parameter HALFWORD_WIDTH = 16  
) (
    input  signed [HALFWORD_WIDTH-1:0] A,   
    input  signed [HALFWORD_WIDTH-1:0] B,   
    output signed [HALFWORD_WIDTH-1:0] out  
);
  assign out = A + B;
endmodule
`timescale 1ns / 1ps
module pe #(
    parameter PERIOD = 25  
) (
    input                               clk,         
    input                               rst,         
    input  signed [     8-1:0] weight,      
                                        inmap,       
    input                               inmap_vld,   
                                        weight_vld,  
    input  signed [     8-1:0] bias,        
    output signed [     8-1:0] outmap,      
    output                              outmap_vld,  
    output signed [16-1:0] outraw    
);
  wire                       in_vld;   
  reg  [               10:0] cnt;      
  wire [16-1:0] vldproduct;
  wire [16-1:0] biased;   
  wire [16-1:0] product;  
  wire [16-1:0] sum;      
  reg  [16-1:0] sum_reg;
  signedm #(
      .HALFWORD_WIDTH (16),
      .DATA_SIZE      (8)
  ) SIGNEDM (
      .a        (inmap),
      .b        (weight),
      .data_out (product)
  );   
  add #(
      .HALFWORD_WIDTH (16)
  ) ADD (
      .A   (vldproduct),
      .B   (sum),
      .out (biased)
  );
  assign in_vld     = inmap_vld & weight_vld;                                   
  assign sum        = (cnt == 0) ? {bias[7], 5'b0, bias[6:0], 3'b0} : sum_reg;  
  assign vldproduct = (in_vld == 1'b1) ? product : 16'b0;                       
  assign outraw  = (in_vld == 1'b1) ? biased : 16'b0;                        
  assign outmap_vld = cnt == (PERIOD - 1);
  assign outmap     = (outraw[15]) ? 8'b0 :                                  
                      (outraw[2]) ? {outraw[15], outraw[9:3] + 1'b1} :
                      {outraw[15], outraw[9:3]};   
  always @(posedge rst or posedge clk) begin
    if (rst) cnt <= 0;
    else begin
      if (in_vld) begin
        cnt <= cnt + 1;
        if (cnt == (PERIOD - 1)) begin
          cnt <= 0;
        end
      end
    end
  end
  always @(posedge rst or posedge clk) begin
    if (rst) begin
      sum_reg <= 0;
    end else begin
      if (in_vld) begin
        sum_reg <= outraw;
        if (cnt == (PERIOD - 1)) begin
          sum_reg <= 0;
        end
      end
    end
  end
endmodule : pe
module signedm #(
    parameter DATA_SIZE      = 8,
    parameter HALFWORD_WIDTH = 16
) (
    input  signed [     DATA_SIZE-1:0] a,
                                       b,
    output signed [HALFWORD_WIDTH-1:0] data_out
);
  assign data_out = a * b;  
endmodule
[/design/flow/constraint.sdc]
current_design pe

set clk_period 12.9
set clk_io_pct 0.2

create_clock -name clk0 -period $clk_period [get_ports {clk}]

set non_clock_inputs [all_inputs -no_clocks]
set_input_delay [expr $clk_period * $clk_io_pct] -clock clk0 $non_clock_inputs
set_output_delay [expr $clk_period * $clk_io_pct] -clock clk0 [all_outputs]
==> results_slide.txt <==
Flow Results at a Glance

Die
  – DIE HEIGHT: 112.1 um
  – Core Region: 11610 um^2
  – Chip Width: 112.1 um
  – Chip area: 12570 um^2
  – FP Util: 0.4175
  – Num ports: 53
  – Row Count: 39

Logic synthesis
  – Main logic family after synthesis: adder cells
  – Top-count cell post-synth: inv_1
  – Top cells, area: fa_1, dfrtp_1, ha_1
  – Post-synth seq share: 0.1394
  – Post-synth top area share: 0.2312
  – Yosys stat chip area: 4848 um^2
  – Library cells used by synthesis: 55
  – Ys async rst share: 1.000
  – Top cells by count, synth: inv_1, fa_1, and2_1
  – XOR/XNOR Fraction of Synth Area: 0.06787
  – Fa+ha+maj area frac: 0.3525
  – Mean Syn Cell Area: 8.689 um^2
  – Number of cells in Yosys stat: 558
  – And+or+nand+nor area frac: 0.2116
  – Post-Synthesis Cells: 558
  – Area of the mapped netlist: 4848 um^2
  – Ys flops: 27
  – Main flop type: dfrtp_1
  – Yosys warnings: 1
  – Mux cell area share: 0.02245
  – Number of synthesized flops with an enable pin: 0
  – Complex Gates by Area: 0.1159
  – Largest area contributor in the synthesized netlist: fa_1

Layout
  – Register area: 675.6 um^2
  – Area Overhead vs Synth: 14.89%
  – Comb. cell area: 3739 um^2
  – Fillers: 1146
  – Fraction of layout instances using a drive strength above 1: 0.03974
  – Largest register FFs: 16
  – Core Util, Final: 0.4796

Clock tree
  – Clock buffer depth: 2
  – Num CTS Buffers: 3
  – Cts hold-fix bufs: 0
  – CTS tree: built
  – Htree depth: 1
  – Root cell of the clock tree: clkbuf_16
  – Post-CTS Setup Inserts: 0
  – Clk pin slew, worst setup/hold paths: 70 ps
  – Cts repair resizes: 0
  – Clk latency late pin: 270 ps
  – Sink Count: 27

Route
  – Antenna diodes: 0
  – Overall routed net length: 10110 um
  – 1st-pass router iterations: 15
  – DR iter-0 viols: 195
  – Drt drc: 0
  – Remaining antenna violation count: 0
  – Vias: 3833
  – Via density: 5.131
  – Avg WL per Cell: 13.54 um

Final timing
  – Max_slew headroom: 0.5296
  – Max Clock Skew: 3.999 ps
  – Tcrit/Tclk final: 0.9183
  – Max Slew Vio Count: 0
  – Unrepaired setup endpoints after global routing: false
  – Tmin final: 11850 ps
  – Worst-margin pin slew: 703.2 ps
  – Setup TNS Final: 0 ps
  – Final worst slack: 1055 ps
  – Highest clock rate: 0.08442 GHz
  – Finish-stage setup viols: 0
  – Final Hold Viols: 0

GRT
  – Met3 usage: 0.01761
  – Busiest layer in global routing: met1
  – Met1 GRT Util: 0.2954
  – GRT overflow: 0
  – Tot GR Track Use: 0.1775
  – Initial antenna violation count: 0
  – Largest net degree at the start of global routing: 41
  – Vias in the first global route: 3683
  – First-pass GRT wire length: 17590 um
  – GRT met2 Usage: 0.2770

Setup path
  – Worst Path Arrival: 9270 ps
  – Setup CP Type: in -> out
  – Top fanout value on the critical path: 8
  – Worst path depth: 25
  – Critical-path top delay cell: clkdlybuf4s50_1
  – R2R setup slack: 8590 ps
  – Largest stage delay, worst path: 540 ps
  – CP delay by family, top: adder cells
  – Required time of the worst setup path: 10320 ps
  – Worst setup SP type: input pin
  – Crit. End Element: output port
  – Buf/Inv on CP: 6
  – Worst reg-to-reg path cell count: 14

Power
  – Leak pwr: 0.002678 uW
  – Clock network power share: 0.076
  – Logic pwr share: 0.791
  – Int Pwr: 516.8 uW
  – Max VDD drop: 80.77 uV
  – P_sw: 467.8 uW
  – Seq pwr share: 0.132
  – Cell area power density: 176.8 nW/um^2
  – Switching share of power: 0.4751

Status
  – Outcome: complete, no violations

Placement
  – Minimum setup slack after placement: 1033 ps
  – Dpl hpwl: 8569 um
  – PortBufs: 51
  – Final Wtd Congestion: 0.8579

Worst hold path
  – Worst hold path type: reg -> reg
  – Min-Delay Path Depth: 2

Run
  – Tool Warnings: 26
  – Max Cap Violations: 0
==> power by group through the flow <==
| stage | combinational, uW | clock, uW | sequential [uW] |
|---|---|---|---|
| after CTS | 792 | 76.9 | 130 |
| after global routing | 891 | 81.1 | 134 |
| final | 779 | 75.2 | 130 |
==> per-layer routing <==
layer | part of all wire | routed length, um
met1 | 0.49 | 4978
met2 | 0.48 | 4833
met3 | 0.028 | 287
met4 | 0.0014 | 14
met5 | 0 | 0
==> cells in the final DEF, fill, tap and decap left out, types with 7 or more instances in the layout <==
cell type        Yosys  layout
dfrtp_1             27      27
xor2_1              15      15
and3_1              10      10
nor2_1              40      40
and2_1              50      50
clkdlybuf4s50_1      0      51
a21oi_1             19      19
nand4_1              8       8
a21o_1               8       8
nand2_1             45      45
o21ai_0             18      18
inv_1               98      98
a22o_1              12      12
xnor2_1             20      20
mux2_2               7       7
ha_1                47      47
fa_1                56      56
==> per-stage QoR <==
stage               hold WS, ps  std cells  area, um^2  total power [uW]
floorplan                 440.2        558        4848             730.8
global placement          454.3        743        5487             915.9
detailed placement        465.9        743        5487             919.3
CTS                       482.1        747        5570             999.1
global route              507.1        747        5570              1106
finish                    478.6        747        5570             984.7
==> worst min-delay path, stage by stage, from the launching register on <==
cell	delay [ps]
dfrtp_1	340
nand2_1	50
o31ai_1	60
==> final timing paths <==
| kind | from | to |
|---|---|---|
| min in group asynchronous | rst | sum_reg[2]$_DFFE_PP0P_ |
| max in group asynchronous | rst | sum_reg[15]$_DFFE_PP0P_ |
| max | inmap[3] | outmap[3] |
| min reg2reg | sum_reg[14]$_DFFE_PP0P_ | sum_reg[14]$_DFFE_PP0P_ |
| max reg2reg | cnt[0]$_DFFE_PP0P_ | sum_reg[14]$_DFFE_PP0P_ |
| min | sum_reg[14]$_DFFE_PP0P_ | sum_reg[14]$_DFFE_PP0P_ |
==> cells by family (layout without fill, tap and decap cells) <==
group | after synthesis | after routing
flops | 27 | 27
other cells | 1 | 1
xor+xnor | 36 | 36
simple gates | 188 | 188
mux | 10 | 10
buf+inv | 109 | 155
fa+ha+maj | 103 | 103
compound gates | 84 | 84
==> area by class of cell <==
type / instances / share of cell area
inverter: 98 / 0.06604
multi-input combinational: 422 / 0.6712
sequential: 27 / 0.1213
clock buffer: 3 / 0.01348
clock inverter: 1 / 0.001572
tap: 143 / 0.03212
timing repair buffer: 53 / 0.09434
Power and IR drop assume default switching activity.
